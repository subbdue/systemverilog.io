$ cat flow/design.v
module calculate (
    input logic rst,
    input logic clk,
    input logic [31:0] a,
    input logic [31:0] b,
    input logic [31:0] c,
    input logic [1:0] op_type,
    output logic [63:0] z
);
    always_ff @(posedge clk)
    begin
        if (rst) begin
            z <= 0;
        end
        else begin
            if (op_type == 2'h1) begin
                z <= a + b - c;
            end
            else if (op_type == 2'h2) begin
                z <= a - b - c;
            end
            else begin
                z <= a + b + c;
            end
        end
    end
endmodule
$ cat flow/run.sh
#!/bin/bash
# OpenROAD 26Q1-2900-gdf79404cd8, Yosys 0.63+post, stock flow scripts
make -C /OpenROAD-flow-scripts/flow DESIGN_CONFIG=/design/flow/config.mk WORK_HOME=/design/flow/orfs finish
$ cat flow/config.mk
export PLATFORM = sky130hd
export DESIGN_NAME = calculate
export DESIGN_NICKNAME = calculate
export VERILOG_FILES = /design/flow/design.v
export SDC_FILE = /design/flow/constraint.sdc
export NUM_CORES = 4
export LEC_CHECK = 1
export CORE_UTILIZATION = 50
$ cat flow/constraint.sdc
current_design calculate

set clk_period 21.3
set clk_io_pct 0.2

create_clock -name clk0 -period $clk_period [get_ports {clk}]

set non_clock_inputs [all_inputs -no_clocks]
set_input_delay [expr $clk_period * $clk_io_pct] -clock clk0 $non_clock_inputs
set_output_delay [expr $clk_period * $clk_io_pct] -clock clk0 [all_outputs]
==> flow_metrics.py <==
# Generated from Yosys and OpenROAD reports
metrics = {
    "status": {
        "status": "finished, final reports clean",
    },
    "finish": {
        "largest_reg_flops": 64,
        "top_regs": "z: 64 flops",
        "layout.area.comb_sq_mm": 0.00844,
        "regArea_sq_mm": 0.00128,
        "final_layout_size_suffix_gt1_share_pct": 3.15,
        "area_growth_pct": 20.3,
        "regMostFlops": "z",
        "final-instance-count-excl-fill": 1855,
        "fillers": 1944,
    },
    "setup_path": {
        "cp_num_buf_inv": 2,
        "cp_slowest_cell": "a2111oi_0",
        "path_cells": "clkdlybuf4s50_1 -> inv_1 -> ha_1 -> nand2b_1 -> a221oi_1 -> o221ai_1 -> and2_1 -> o31ai_1 -> a21oi_1 -> o21ai_0 -> xnor2_1 -> ha_1 -> nor2b_1 -> o31a_1 -> nor4_1 -> a211oi_1 -> o21ai_0 -> a2111oi_0 -> o21ai_0 -> a21oi_1 -> o21a_1 -> nor2_1",
        "critPathArrivalTime_ps": 10420,
        "endpoint_kind": "flip-flop",
        "cp_common_cell": "o21ai_0",
        "worstSetupStartpointType": "input pin",
        "worstSetupPathType": "input pin to flip-flop",
        "cp_max_fo": 15,
        "cp_top_family": "AND-OR/OR-AND gates",
        "cp.required_ps": 21490,
        "crit_path_max_incr_delay_ps": 790,
    },
    "route": {
        "vias": 10800,
        "route.detailed.drc": 0,
        "top_layer": "met4",
        "drt-met1-wl_um": 15400,
        "drt_iter0_markers": 898,
        "avgViaCountPerCell": 5.83,
        "wl_um": 31200,
        "diodes": 0,
        "wl_met3_um": 2810,
        "drt_first_pass_iters": 5,
        "dr_wl_met2_um": 12600,
        "ant_nets": 0,
        "wire_per_inst_um": 16.8,
    },
    "die": {
        "core-area_sq_mm": 0.0204,
        "die_w_um": 147,
        "io_pins": 164,
        "die_y_um": 147,
        "rows": 52,
        "fp_util_pct": 51.4,
        "die-area_sq_mm": 0.0216,
    },
    "clock_network": {
        "clockRootBuffer": "clkbuf_16",
        "cts_tree": "built",
        "post_cts_buffers": 0,
        "htreeDepth": 3,
        "cts_hold_buf": 0,
        "cts_buffer_depth": 2,
        "ctsResizeCount": 0,
        "cts_made_buffers": 9,
        "cts.sinks": 64,
        "clk_pin_slew_worst_paths_ps": 50,
    },
    "run": {
        "warnings": 80,
        "maxCapViolCount": 0,
    },
    "global_route": {
        "grt_util_all_layers_pct": 29.3,
        "grt_max_degree": 46,
        "grt-ovfl-total": 0,
        "antenna_found_initial": 0,
        "grt_pass1_vias": 9560,
        "grt_pass1_wl_um": 49900,
    },
    "sta": {
        "slew_headroom_pct": 45.1,
        "finalSetupViolations": 0,
        "post-route-period-util_pct": 48.0,
        "hold_violations": 0,
        "slew_violations": 0,
        "period_needed_ps": 10230,
        "setup_tns_ps": 0,
        "setup_slack_ps": 11070,
        "rsz0062_at_grt": "no",
        "max_freq_ghz": 0.0977,
        "tightest_slew_ps": 802,
    },
    "power": {
        "swShare_pct": 44.7,
        "switching_power_mw": 0.416,
        "power.density_mw_per_mm2": 73.7,
        "p_int_mw": 0.515,
        "clkPwrFrac_pct": 15.4,
        "power_frac_comb_pct": 68.5,
        "vdd_ir_drop_max_mv": 0.0350,
        "power.leakage_nw": 5.58,
        "seqPwrFrac_pct": 16.1,
    },
    "yosys": {
        "netlist_area_sq_mm": 0.0105,
        "synth_flops": 64,
        "synth_warnings": 1,
        "yosysUniqueCellTypes": 71,
        "ys_chip_area_sq_mm": 0.0105,
        "ys_cells": 1454,
        "edf_count": 0,
        "postSynthSeqShare_pct": 12.2,
        "synthCells": 1454,
        "syn_area_per_cell_sq_um": 7.22,
        "async_reset_ff_share_pct": 0,
        "synthFlopType": "dfxtp_1",
    },
    "min_path": {
        "worstHoldPathCells": 4,
        "hold_start": "c[0]",
        "worst_hold_path_type": "input pin to flip-flop",
        "whs_endpoint": "z[0]",
    },
    "placement": {
        "post-place-ws_ps": 10830,
        "dp_hpwl_um": 25700,
        "placed_cells": 1839,
        "routabilityCongestion": 1.01,
        "portBuffers": 163,
    },
}
worst max path at each step:
stage	startpoint	slack, ps	cells after the start	to
finish	b[1]	11070	22	z[62]
global route	b[1]	10600	22	z[48]
CTS	b[5]	11150	23	z[30]
cell usage after synthesis (all sizes together) (13+ instances only):
master | number | area [sq um]
o21ai | 60 | 300
xnor2 | 97 | 850
a21oi | 153 | 766
nor4 | 13 | 81.3
a31oi | 19 | 119
a21o | 53 | 398
inv | 145 | 544
or3 | 15 | 93.8
xor2 | 27 | 236
ha | 161 | 2010
clkbuf | 56 | 210
nand2b | 21 | 131
o21bai | 34 | 255
dfxtp | 64 | 1280
nor3 | 29 | 145
o31ai | 16 | 120
o211ai | 29 | 223
a211oi | 39 | 303
nor2b | 24 | 150
nor2 | 135 | 507
o22ai | 15 | 93.8
nand2 | 75 | 282
nand3 | 23 | 115
power groups by stage:
| stage | clock, mW | sequential [mW] | combinational (mW) |
|---|---|---|---|
| after CTS | 0.147 | 0.150 | 0.629 |
| final | 0.143 | 0.149 | 0.638 |
| after global routing | 0.152 | 0.151 | 0.702 |
metal layers:
layer	vias up	track usage (%)
li1	5470	-
met1	4876	47.0
met2	443	42.0
met3	22	5.32
met4	0	2.99
met5	-	0
layout by cell type, fill, tap and decap left out, types with 6 or more instances in the layout:
cell,count
and2_1,6
nand4_1,8
o21ai_0,59
xor2_1,27
nor4_1,12
o211ai_1,28
a21oi_1,153
nand2_1,75
nand2b_1,21
clkdlybuf4s50_1,163
nand3_1,23
and3_1,10
buf_4,13
o21a_1,11
a211oi_1,37
nor3_1,29
or3_1,15
clkbuf_16,9
inv_1,145
o21bai_1,34
ha_1,161
a221oi_1,8
dfxtp_1,64
nor2_1,135
or4_1,6
o221ai_1,7
o22ai_1,15
a31oi_1,19
a2111oi_0,8
o31ai_1,15
xnor2_1,97
nor2b_1,24
or2_2,6
a21o_1,53
area by class of cell:
cell class                 count  area share (%)
clock buffer                   9            1.78
clock inverter                 7           0.564
inverter                     147            4.37
multi-input combinational   1182            66.8
sequential                    64            10.1
tap                          270            2.67
timing repair buffer         176            13.7
per-stage QoR:
| stage | utilization (%) | area (sq um) | hold WS (ps) | power, mW |
|---|---|---|---|---|
| after global placement | 60.4 | 12300 | 4920 | 0.777 |
| after CTS | 61.8 | 12600 | 4790 | 0.926 |
| final | 61.8 | 12600 | 4790 | 0.931 |
| after global routing | 61.8 | 12600 | 4820 | 1.01 |
| after floorplan | - | 10500 | 4510 | 0.588 |
| after detailed placement | 60.4 | 12300 | 4910 | 0.777 |
kinds of logic after synthesis:
family	count (synthesis)	share of synthesized area (%)
AOI/OAI and AO/OA	503	31.7
and+or+nand+nor	384	17.6
buffers and inverters	208	7.58
adders and majority gates	166	20.1
xor gates and xnor gates	124	10.3
DFF	64	12.2
muxes	5	0.488
Power and IR drop assume default switching activity.
