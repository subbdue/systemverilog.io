**run.sh**
```bash
#!/bin/bash
# OpenROAD 26Q1-2900-gdf79404cd8, Yosys 0.63+post, stock flow scripts
make -C /OpenROAD-flow-scripts/flow DESIGN_CONFIG=/design/flow/config.mk WORK_HOME=/design/flow/orfs finish
```
**config.mk**
```make
export PLATFORM = sky130hd
export DESIGN_NAME = conditional_generate
export DESIGN_NICKNAME = conditional_generate
export VERILOG_FILES = /design/flow/design.v
export SDC_FILE = /design/flow/constraint.sdc
export NUM_CORES = 4
export LEC_CHECK = 1
export CORE_AREA = 10 10 95 95
export DIE_AREA = 0 0 105 105
```
**design.v**
```verilog
module conditional_generate
    #(parameter OPERATION_TYPE = 0)
    (
        input  logic [31:0] a,
        input  logic [31:0] b,
        output logic [63:0] z
    );
    generate
        if (OPERATION_TYPE == 0) begin
            assign z = a + b;
        end
        else if (OPERATION_TYPE == 1) begin
            assign z = a - b;
        end
        else if (OPERATION_TYPE == 2) begin
            assign z = (a << 1) + b;  
        end
        else begin
            assign z = b - a;
        end
    endgenerate
endmodule: conditional_generate
```
**constraint.sdc**
```tcl
current_design conditional_generate

set clk_period 21.0
set clk_io_pct 0.2

create_clock -name clk0 -period $clk_period

set non_clock_inputs [all_inputs -no_clocks]
set_input_delay [expr $clk_period * $clk_io_pct] -clock clk0 $non_clock_inputs
set_output_delay [expr $clk_period * $clk_io_pct] -clock clk0 [all_outputs]
```
==> results_slide.txt <==
Synthesis and Place & Route Summary

Routing
  • Drt pass-1 iters: 4
  • N_diodes: 0
  • Routed wire per std cell: 14.58 um
  • Final WL: 7.129 mm
  • Vias per cell: 4.988
  • Via count: 2439
  • DRC viols: 0
  • Final ANT Viol Nets: 0
  • Detailed Route Iter0 Violations: 107

Placement
  • Dpl hpwl: 6.418 mm
  • Worst slack at placement: 9.687 ns
  • IO Port Bufs: 97
  • RD Place Congestion: between 0.8 and 0.9
  • Cell Area, Placed: approximately 3100 um^2

Die
  • Core Region: 6907 um^2
  • Chip width: 105 um
  • I/O pins: about 130
  • Core Util at FP: 30.96%
  • Die height: 105 um
  • Die Area: 11030 um^2
  • Placement Rows: 30

Pwr
  • Total power: 99.77 uW
  • Pwr Density: 32.55 nW/um^2
  • Peak supply drop: 0.01300 mV
  • Leakage: 1.316 nW

STA
  • Final Hold Vio Count: 0
  • Slew Limit Headroom: 66.26%
  • Cycle use final: 53.78%
  • Max-slew violation count: 0
  • Setup WS post-layout: 9.707 ns
  • Final Setup Violations: 0
  • Final Critical Period: roughly 11 ns
  • Fmax: 88.55 MHz
  • Worst slew pin tran: 0.5061 ns
  • RSZ-0062 raised after global routing: no
  • Setup TNS: 0 ns

Synthesis
  • Yosys Instances: 306
  • Avg Cell Area, Syn: between 6 and 7 um^2
  • Post-synthesis cell area: 2138 um^2
  • Seq share, synth: 0%
  • Mapped Cells: 306
  • Yosys warning count: 0
  • Yosys cell types: 53
  • Chip Area, Yosys: ~2100 um^2

Run
  • Total of max-cap violations: 0
  • OpenROAD warnings: 32

GRT
  • Largest net degree at the start of global routing: 12
  • Tot GR Track Use: 12.04%
  • Global-route wire length before repair: 11.58 mm
  • GRT overflow: 0
  • Vias in the first global route: 2371
  • Antenna violations before repair: 0

Clock network
  • Post-CTS Setup Inserts: 0
  • Post-CTS Hold Fix Bufs: 0
  • Cts repair resizes: 0

Critical path
  • CP required: 16.80 ns
  • Crit path top cell by count: clkdlybuf4s50_1
  • CP Launch Type: input pin
  • Buf/Inv on CP: 2
  • Crit path max-delay family: buffers and inverters
  • Crit end category: primary output
  • Highest cell delay on the worst timing path: roughly 0.49 ns
  • Critical Path AT: 7.09 ns
  • Worst path cell trace: clkdlybuf4s50_1 -> ha_1 -> a21o_1 -> or2_0 -> or3_1 -> o32ai_2 -> o31ai_1 -> xnor2_1 -> clkdlybuf4s50_1
  • Critical path fanouts, max: 8
  • Critical-path top delay cell: clkdlybuf4s50_1
  • Crit Path Category: in -> out

Hold path
  • Worst hold start: b[0]
  • Hold Path Stages: 3
  • Worst hold path endpoint: z[0]
  • Worst Hold Class: in -> out

Cells and area
  • FFs & Latches: 0
  • P&R area growth vs syn: 43.36%
  • Share of layout cells above drive strength 1: 2.799%
  • Clock buffers: 0
  • Flop area: 0 um^2
  • Design Area, Final: 3065 um^2

Status
  • Status: complete, no violations
cells in the final DEF, fill, tap and decap left out, types with 4 or more instances in the layout:
| cell type | instances |
|---|---|
| clkdlybuf4s50_1 | 97 |
| a21oi_1 | 38 |
| ha_1 | 32 |
| conb_1 | 31 |
| nand2_1 | 21 |
| nor2_1 | 19 |
| xnor2_1 | 16 |
| nand3_1 | 14 |
| a21o_1 | 13 |
| o21ai_0 | 13 |
| xor2_1 | 11 |
| inv_1 | 8 |
| a211oi_1 | 8 |
| nor3_1 | 6 |
| o21a_1 | 5 |
| o211ai_1 | 5 |
| and3_1 | 5 |
| a31oi_1 | 4 |
Yosys cell counts (2+ instances only):
library cell | n | area share (%)
a211oi_1 | 8 | 2.8
a21o_1 | 13 | 4.6
a21oi_1 | 38 | 8.9
a31o_2 | 2 | 0.82
a31oi_1 | 4 | 1.2
a41oi_1 | 2 | 0.82
and2_1 | 2 | 0.59
and3_1 | 5 | 1.5
and4_1 | 2 | 0.82
buf_2 | 2 | 0.47
buf_4 | 31 | 11
clkbuf_1 | 6 | 1.1
ha_1 | 32 | 19
inv_1 | 8 | 1.4
mux2i_1 | 2 | 0.94
nand2_1 | 21 | 3.7
nand2b_1 | 2 | 0.59
nand3_1 | 14 | 3.3
nand4_1 | 2 | 0.59
nor2_1 | 19 | 3.3
nor3_1 | 6 | 1.4
nor4_1 | 2 | 0.59
o211ai_1 | 5 | 1.8
o21a_1 | 5 | 1.8
o21ai_0 | 13 | 3.0
o21bai_1 | 3 | 1.1
o31a_2 | 2 | 0.94
o31ai_1 | 3 | 1.1
or2_2 | 3 | 0.88
xnor2_1 | 16 | 6.6
xor2_1 | 11 | 4.5
routing by layer:
layer	global-route usage, %	routed length, um
met1	17.47	3565
met2	19.80	3257
met3	1.056	281
met4	0.3922	25
met5	0	0
cells by family after synthesis:
logic type / synth area share, %
adder cells (fa/ha/maj): 19.66
buffers and inverters: 14.34
other: 0.1754
XOR/XNOR: 11.06
multiplexers: 0.9363
AND-OR/OR-AND: 34.47
AND/OR/NAND/NOR: 19.37
final cells by class:
class	instances	area, um^2
Multi-Input combinational cell	288	1944
Tap cell	96	120.1
Inverter	8	30.03
Fill cell	751	3841
Timing Repair Buffer	97	970.9
stage by stage:
stage                     hold WS [ns]  cells  utilization [%]
after floorplan                  8.472    336                -
after global placement           9.443    489            44.38
after detailed placement         9.429    489            44.38
after CTS                        9.439    489            44.38
after global routing             9.469    489            44.38
final                            9.427    489            44.38
worst max path at each step:
stage / startpoint / end / slack [ns] / depth (start not counted)
after CTS: a[19] / z[25] / 9.68 / 9
final: a[19] / z[25] / 9.71 / 9
after global routing: a[26] / z[31] / 9.50 / 9
where the power goes:
part	switching [mW]	internal, mW	leakage (nW)
logic	0.0413	0.0585	1.32
registers	0	0	0
clock network	0	0	0
Power and IR drop assume default switching activity.
